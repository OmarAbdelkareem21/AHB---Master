[flow/run.sh]
#!/bin/bash
# OpenROAD 26Q1-2900-gdf79404cd8, Yosys 0.63+post, stock flow scripts
make -C /OpenROAD-flow-scripts/flow DESIGN_CONFIG=/design/flow/config.mk WORK_HOME=/design/flow/orfs finish
[flow/config.mk]
export PLATFORM = sky130hd
export DESIGN_NAME = MasterAHB
export DESIGN_NICKNAME = MasterAHB
export VERILOG_FILES = /design/flow/design.v
export SDC_FILE = /design/flow/constraint.sdc
export NUM_CORES = 4
export LEC_CHECK = 1
export CORE_UTILIZATION = 50
[flow/constraint.sdc]
current_design MasterAHB

set clk_period 8.8
set clk_io_pct 0.2

create_clock -name clk0 -period $clk_period [get_ports {HCLK}]

set non_clock_inputs [all_inputs -no_clocks]
set_input_delay [expr $clk_period * $clk_io_pct] -clock clk0 $non_clock_inputs
set_output_delay [expr $clk_period * $clk_io_pct] -clock clk0 [all_outputs]
[flow/design.v]
module MasterAHB #(parameter AddresseWidth = 32 , parameter DataWidth = 32 , parameter InWidth = 32  , parameter ControlWidth = 16) (
	input wire HREADY,
	input wire HRESP,
	input wire [AddresseWidth -1 : 0] InAddresse,
	input wire [InWidth -1 : 0] InWData,
	input wire [ControlWidth - 1 : 0] InCotrol,
	output reg [DataWidth - 1 : 0] OutRData,
	input wire HRESETn,
	input wire HCLK,
	input wire [DataWidth - 1 : 0] HRDATA,
	output reg [AddresseWidth - 1 : 0] HADDR,
	output reg HWRITE,
	output reg [2 : 0] HSIZE,
	output reg [2 : 0] HBURST,
	output reg [1 : 0] HTRANS,
	output reg [DataWidth -1 : 0] HWDATA
);
reg [3 : 0] CurrentState , NextState;
reg ReadWrite ;
reg OverLap ;
reg MasterOn ;
reg DataOut ; 
reg StayInc ;
wire SimpleINCR ;
wire BusySignal ;
assign BusySignal = InCotrol [11];
assign SimpleINCR = (InCotrol [10 : 8] == 3'b000) ? 1'd1 : 1'd0;
wire Stop ;
assign Stop = InCotrol [15];
localparam [3 : 0] Start = 'd0,
				   Addresse = 'd1,
				   Data = 'd2,
				   DataSeq = 'd3,
				   AddresseINCR = 'd4,
				   BUSYSTATE = 'd5;
localparam [1 : 0] IDLE = 2'b00,
				   BUSY = 2'b01,
				   NONSEQ = 2'b10,
				   SEQ = 2'b11;
always @(posedge HCLK or negedge HRESETn)
begin 
	if (!HRESETn)
		begin
			CurrentState <= Start ;
			HSIZE <= 3'b010;
			HBURST <= 3'b000;
		end
	else
		begin
			CurrentState <= NextState ;
			if (CurrentState == Start)
				begin
					HBURST <= InCotrol [10 : 8];
					HSIZE <= InCotrol [14 : 12];
				end
		end
	end
always @(posedge HCLK or negedge HRESETn)
begin 
	if (!HRESETn)
		begin
			HADDR <= 'D0;
			HTRANS <= IDLE ;
			HWRITE <= 'D0;
		end
	else
		begin
			if ( OverLap | MasterOn )
				begin
					HADDR <= InAddresse;
					HTRANS <= NONSEQ ;
					HWRITE <= ReadWrite;
				end
			else if ((StayInc) & !Stop)
				begin
					HADDR <= HADDR + (1<<HSIZE);
					HTRANS <= SEQ ;
				end
			else
				begin
					if (HREADY)
						begin
							HTRANS <= IDLE ;
							HWRITE <= 'D0;
						end
				end
		end
	end
always @(posedge HCLK or negedge HRESETn)
begin 
	if (!HRESETn)
		begin
			HWDATA <= 'D0;
			OutRData <= 'D0;
		end
	else
		begin
			if ( DataOut)
				begin
					HWDATA <= InWData;
					OutRData <= HRDATA ;
				end
		end
	end
always @(*)
begin
NextState = CurrentState ;
OverLap = 1'd0;
DataOut = 1'd0;
StayInc = 1'd0 ;
	case (CurrentState)
			Start :
				begin
					StayInc = 1'd0 ;
					OverLap = 1'd0;
					DataOut = 1'd0;
					if (MasterOn)
						begin
							if (SimpleINCR)
								begin
									NextState = Addresse;
								end
							else
								begin
									NextState = AddresseINCR;
								end
						end
					else
						begin
							NextState = Start;
						end
				end
			Addresse : 
				begin
				if (HREADY)
					begin
							NextState = Data ;
							DataOut = 1'd1;
							StayInc = 1'd0 ;
							if (MasterOn)
								begin
									OverLap = 1'd1; 
								end
							else
								begin
									OverLap = 1'd0;
								end
					end
				else
					begin
						NextState = Addresse ;
						DataOut = 1'd0;
						StayInc = 1'd0 ;
						OverLap = 1'd0;
					end
				end
			Data :
				begin
				if (HREADY)
					begin
							StayInc = 1'd0 ;
							if (MasterOn)
								begin
									OverLap = 1'd1;
									NextState = Data ;
									DataOut = 1'd1;
								end
							else
								begin
									OverLap = 1'd0;
									NextState = Start ;
									DataOut = 1'd1;
								end
					end
				else
					begin
						NextState = Data ;
						StayInc = 1'd0;
						OverLap = 1'd0;
						DataOut = 1'd0;
					end
				end
			DataSeq :
				begin
					if (!BusySignal)
						begin
							if (HREADY)
								begin
									if (!Stop)
										begin
											StayInc = 1'd1;
											NextState = DataSeq ;
											DataOut = 1'd1;
											OverLap = 1'd0; 
										end
									else if (Stop & MasterOn)
										begin
											OverLap = 1'd1; 
											NextState = DataSeq ;
											StayInc = 1'd0 ;
											DataOut = 1'd1;
										end
									else
										begin
											StayInc = 1'd0;
											OverLap = 1'd0; 
											NextState = Start ;
											DataOut = 1'd1;
										end
								end
							else
								begin
									StayInc = 1'd0;
									OverLap = 1'd0; 
									NextState = DataSeq ;
									DataOut = 1'd0;
								end
						end
					else
						begin
							StayInc = 1'd1;
							OverLap = 1'd0; 
							NextState = BUSYSTATE ;
							DataOut = 1'd1;
						end
				end
			AddresseINCR :
				begin
					if (!BusySignal)
						begin
							if (HREADY)
								begin
									NextState = DataSeq ;
									DataOut = 1'd1;
									if (!Stop)
										begin
											OverLap = 1'd0; 
											StayInc = 1'd1 ;
										end
									else if (Stop & MasterOn)
										begin
											OverLap = 1'd1; 
											StayInc = 1'd0 ;
										end
									else
										begin
											OverLap = 1'd0;
											StayInc = 1'd0 ;
										end
								end
							else
								begin
									StayInc = 1'd0;
									OverLap = 1'd0; 
									NextState = AddresseINCR ;
									DataOut = 1'd0;
								end
						end
					else
						begin
							StayInc = 1'd1;
							OverLap = 1'd0; 
							NextState = BUSYSTATE ;
							DataOut = 1'd1;
						end
				end
			BUSYSTATE :
				begin
					if (MasterOn)
						begin
					StayInc = 1'd0 ;
					OverLap = 1'd0;
					DataOut = 1'd0;
							if (SimpleINCR)
								begin
									NextState = Addresse;
								end
							else
								begin
									NextState = AddresseINCR;
								end
						end
					else
						begin
							if (InCotrol [7 : 0]== 'hCC)
								begin
									NextState = DataSeq ;
									DataOut = 1'd0;
									if (!Stop)
										begin
											OverLap = 1'd0; 
											StayInc = 1'd0 ;
										end
									else if (Stop & MasterOn)
										begin
											OverLap = 1'd1; 
											StayInc = 1'd0 ;
										end
									else
										begin
											OverLap = 1'd0;
											StayInc = 1'd0 ;
										end
								end
							else
								begin
									NextState = Start ;
								end
						end
				end
			default :
				begin
					NextState = Start;
					OverLap = 1'd0;
					DataOut = 1'd0;
					StayInc = 1'd0 ;
				end
	endcase
end
always@(*)
	begin
		ReadWrite = 1'd0;
		MasterOn = 1'd0;
		if (InCotrol [7 : 0]== 'hAA)
			begin
				ReadWrite = 1'd1;
				MasterOn = 1'd1;
			end
		else if (InCotrol [7 : 0]== 'hBB)
			begin
				ReadWrite = 1'd0;
				MasterOn = 1'd1;
			end
		else
			begin
				ReadWrite = 1'd0;
				MasterOn = 1'd0;
			end
	end
endmodule
==> results.toml <==
# generated from flow reports
[routing]
avgRoutedWirePerCell_um = 17.69
firstDrtPassIters = 4
route.detailed.drc = 0
diodes = 0
drt_iter0_drc = 189
vias = 4398
finalWirelength_um = 14080
via_per_inst = 5.525
ant_nets = 0

[placed_design]
dp.cells = 780
hpwl_um = 10280
routabilityCongestion = 0.9138
io_buffers = 219

[sta]
whs_ns = 0.5137
rsz0062_at_grt = "no"
fin_worst_skew_ns = 0.01183
hold_viol = 0
slew_violations = 0
fin_crit_ns = 3.588
setup_tns_ns = 0
slew_headroom_pct = 45.83
setup_violations = 0
tightestPinTransition_ns = 0.8126
fin_crit_sh_pct = 40.78
fmax_ghz = 0.2787

[yosys]
synth_warnings = 1
synth_area_per_cell_sq_um = 11.89
synth.cell_area_sq_mm = 0.005230
ff_type = "dfrtp_1"
ys.flops = 111
edf_count = 0
syn_inst = 440
ys_seq_share_pct = 53.16
ys_types = 60
yosys_cells = 440
synthArstFlopShare_pct = 100.0
yosys_area_sq_mm = 0.005230

[power]
peakVddDrop_mv = 0.1341
p_total_mw = 1.168
p_leak_nw = 3.295
powerDensity_mw_per_mm2 = 150.4

[setup_path]
crit_required_ns = 9.11
start_kind = "input port"
cp-end-kind = "register"
worst-r2r-cell-count = 7
worstSetupStartpoint = "HREADY"
r2r_end = "HADDR[31]$_DFFE_PN0P_"
critical_path_class = "in2reg"
r2r_slack_ns = 5.97
r2r_start = "HSIZE[1]$_DFFE_PN1P_"
endpoint = "HADDR[16]$_DFFE_PN0P_"
critPathArrivalTime_ns = 3.90
crit_fanout = 8

[flow_run]
cap_violations = 0
warning_count = 27

[clocking]
post_cts_buffers = 0
clk_latency_ns = 0.38
cts-root-buf = "clkbuf_8"
post_cts_resized = 0
htree_levels = 3
path_clk_slew_ns = 0.10
hold_buffers = 0
cts_tree = "built"
cts_buffer_depth = 2
numCtsBuffers = 9
clock_sinks = 111

[final_layout]
layout-drive-gt1-share_pct = 17.04
final_cell_mix = "clkdlybuf4s50_1, dfrtp_1, mux2_2"
area.growth.synth_to_final_pct = 48.45
instances_no_fill = 796
lay_top_count = "clkdlybuf4s50_1"

[global_routing]
grt_usage_pct = 27.83
grt_pass1_vias = 4353
grt_pass1_wl_um = 22760
antenna_found_initial = 0
gr-total-overflow = 0
grt_max_degree = 65

[floorplan]
coreArea_sq_mm = 0.009955
fp_util_pct = 52.54
dieWidth_um = 104.3
dieArea_sq_mm = 0.01087
io-pin-count = 221
num_rows = 36
die_y_um = 104.3

[hold_path]
hold_class = "reg2reg"

[outcome]
status = "completed"
-- through the flow --
step | cell area (sq um) | setup slack [ns] | utilization (%)
after floorplan | 5230 | 5.751 | -
after global placement | 7545 | 4.868 | 75.79
after detailed placement | 7545 | 4.836 | 75.79
after CTS | 7764 | 5.258 | 77.99
after global routing | 7764 | 5.066 | 77.99
final | 7764 | 5.212 | 77.99
-- layer usage --
| layer | wire length (um) | GRT usage, % | share of wire (%) | up-vias |
|---|---|---|---|---|
| li1 | - | - | - | 2058 |
| met4 | 255 | 3.980 | 1.8 | 0 |
| met1 | 5947 | 41.51 | 42 | 2155 |
| met2 | 6938 | 44.70 | 49 | 171 |
| met5 | 0 | 0 | 0 | - |
| met3 | 941 | 6.701 | 6.7 | 14 |
-- worst max-delay path: stages --
cell and delay (ns):
clkdlybuf4s50_1 0.62, o22ai_2 0.18, a211oi_4 0.48, nand4_2 0.26, or4_1 0.51, nand3_1 0.09
-- Yosys cell counts, types with 3 or more instances --
master,count,area [sq um]
a21oi_1,18,90.09
inv_1,4,15.01
and3_1,6,37.54
nand4_1,9,56.30
nand2_1,36,135.1
a21o_1,4,30.03
nand3_2,3,30.03
ha_1,8,100.1
o2111ai_1,3,26.28
or3_1,4,25.02
o211ai_1,6,45.04
or4_1,6,45.04
nor2_1,23,86.33
dfrtp_1,109,2728
mux2_2,71,799.5
xnor2_1,5,43.79
buf_2,7,35.03
nor3b_1,3,22.52
xor2_1,15,131.4
o21ai_0,21,105.1
nor3_1,3,15.01
clkbuf_1,7,26.28
nand2b_1,3,18.77
nand3_1,8,40.04
a31oi_1,11,68.82
o31ai_1,4,30.03
-- where the power goes --
part | internal, mW | total [mW] | leakage [nW] | switching [mW]
combinational | 0.163 | 0.230 | 1.74 | 0.0670
sequential | 0.555 | 0.603 | 1.44 | 0.0476
clock | 0.161 | 0.335 | 0.110 | 0.174
total | 0.879 | 1.17 | 3.29 | 0.288
-- how the worst min path moves through the flow --
stage | slack, ns | end | cells past startpoint | from
CTS | 0.52 | OutRData[8]$_DFFE_PN0P_ | 1 | OutRData[8]$_DFFE_PN0P_
global route | 0.53 | HWDATA[18]$_DFFE_PN0P_ | 1 | HWDATA[18]$_DFFE_PN0P_
finish | 0.51 | OutRData[8]$_DFFE_PN0P_ | 1 | OutRData[8]$_DFFE_PN0P_
-- registers in the layout, summed over array words and instances (netlist names) --
name          cells
CurrentState      6
HADDR            32
HBURST            3
HSIZE             3
HTRANS            2
HWDATA           32
HWRITE            1
OutRData         32
-- area by class of cell --
| type | count | area (sq um) |
|---|---|---|
| multi-input combinational | 309 | 2364 |
| timing repair buffer | 223 | 2220 |
| clock buffer | 9 | 123.9 |
| clock inverter | 7 | 95.09 |
| inverter | 4 | 15.01 |
| sequential | 111 | 2780 |
| tap | 133 | 166.4 |
| fill | 680 | 2191 |
-- cell families (layout without fill, tap and decap cells) --
logic type,count (synthesis),count (layout),synth area share (%)
fa+ha+maj,9,9,2.297
buf+inv,20,243,1.794
flops,111,111,53.16
mux,72,72,15.48
simple gates,125,125,13.49
xor+xnor,20,20,3.349
compound gates,83,83,10.43
Power is estimated from default activity; no workload was simulated.
